==> design.v <==
module fifteen_puzzle(
    clk,
    rst,
    motion,
    p
);
input   clk;
input   rst;
input   [1:0]   motion;
output          p;
reg     [63:0]   state_r;
reg     [63:0]   state_w;
reg     [3:0]   zero_pos_r;
reg     [3:0]   zero_pos_w;
assign  p       =   (state_r == 64'h123456789abcdef0) ? 1'b1 : 1'b0;
always @(*) begin
    state_w     =   state_r;
    zero_pos_w  =   zero_pos_r;
    case(zero_pos_r)
        4'd0: begin
            case(motion)
                2'b11: begin
                    state_w     =   {state_r[63:8], state_r[3:0], state_r[7:4]};
                    zero_pos_w  =   4'd1;
                end
                2'b00: begin
                    state_w     =   {state_r[63:20], state_r[3:0], state_r[15:4], state_r[19:16]};
                    zero_pos_w  =   4'd4;
                end
                default: begin
                    state_w     =   state_r;
                    zero_pos_w  =   zero_pos_r;
                end
            endcase
        end
        4'd1: begin
            case(motion)
                2'b11: begin
                    state_w     =   {state_r[63:12], state_r[7:4], state_r[11:8], state_r[3:0]};
                    zero_pos_w  =   4'd2;
                end
                2'b00: begin
                    state_w     =   {state_r[63:24], state_r[7:4], state_r[19:8], state_r[23:20], state_r[3:0]};
                    zero_pos_w  =   4'd5;
                end
                2'b01: begin
                    state_w     =   {state_r[63:8], state_r[3:0], state_r[7:4]};
                    zero_pos_w  =   4'd0;
                end
                default: begin
                    state_w     =   state_r;
                    zero_pos_w  =   zero_pos_r;
                end
            endcase
        end
        4'd2: begin
            case(motion)
                2'b11: begin
                    state_w     =   {state_r[63:16], state_r[11:8], state_r[15:12], state_r[7:0]};
                    zero_pos_w  =   4'd3;
                end
                2'b00: begin
                    state_w     =   {state_r[63:28], state_r[11:8], state_r[23:12], state_r[27:24], state_r[7:0]};
                    zero_pos_w  =   4'd6;
                end
                2'b01: begin
                    state_w     =   {state_r[63:12], state_r[7:4], state_r[11:8], state_r[3:0]};
                    zero_pos_w  =   4'd1;
                end
                default: begin
                    state_w     =   state_r;
                    zero_pos_w  =   zero_pos_r;
                end
            endcase
        end
        4'd3: begin
            case(motion)
                2'b00: begin
                    state_w     =   {state_r[63:32], state_r[15:12], state_r[27:16], state_r[31:28], state_r[11:0]};
                    zero_pos_w  =   4'd7;
                end
                2'b01: begin
                    state_w     =   {state_r[63:16], state_r[11:8], state_r[15:12], state_r[7:0]};
                    zero_pos_w  =   4'd2;
                end
                default: begin
                    state_w     =   state_r;
                    zero_pos_w  =   zero_pos_r;
                end
            endcase
        end
        4'd4: begin
            case(motion)
                2'b11: begin
                    state_w     =   {state_r[63:24], state_r[19:16], state_r[23:20], state_r[15:0]};
                    zero_pos_w  =   4'd5;
                end
                2'b00: begin
                    state_w     =   {state_r[63:36], state_r[19:16], state_r[31:20], state_r[35:32], state_r[15:0]};
                    zero_pos_w  =   4'd8;
                end
                2'b10: begin
                    state_w     =   {state_r[63:20], state_r[3:0], state_r[15:4], state_r[19:16]};
                    zero_pos_w  =   4'd0;
                end
                default: begin
                    state_w     =   state_r;
                    zero_pos_w  =   zero_pos_r;
                end
            endcase
        end
        4'd5: begin
            case(motion)
                2'b11: begin
                    state_w     =   {state_r[63:28], state_r[23:20], state_r[27:24], state_r[19:0]};
                    zero_pos_w  =   4'd6;
                end
                2'b00: begin
                    state_w     =   {state_r[63:40], state_r[23:20], state_r[35:24], state_r[39:36], state_r[19:0]};
                    zero_pos_w  =   4'd9;
                end
                2'b10: begin
                    state_w     =   {state_r[63:24], state_r[7:4], state_r[19:8], state_r[23:20], state_r[3:0]};
                    zero_pos_w  =   4'd1;
                end
                2'b01: begin
                    state_w     =   {state_r[63:24], state_r[19:16], state_r[23:20], state_r[15:0]};
                    zero_pos_w  =   4'd4;
                end
                default: begin
                    state_w     =   state_r;
                    zero_pos_w  =   zero_pos_r;
                end
            endcase
        end
        4'd6: begin
            case(motion)
                2'b11: begin
                    state_w     =   {state_r[63:32], state_r[27:24], state_r[31:28], state_r[23:0]};
                    zero_pos_w  =   4'd7;
                end
                2'b00: begin
                    state_w     =   {state_r[63:44], state_r[27:24], state_r[39:28], state_r[43:40], state_r[23:0]};
                    zero_pos_w  =   4'd10;
                end
                2'b10: begin
                    state_w     =   {state_r[63:28], state_r[11:8], state_r[23:12], state_r[27:24], state_r[7:0]};
                    zero_pos_w  =   4'd2;
                end
                2'b01: begin
                    state_w     =   {state_r[63:28], state_r[23:20], state_r[27:24], state_r[19:0]};
                    zero_pos_w  =   4'd5;
                end
                default: begin
                    state_w     =   state_r;
                    zero_pos_w  =   zero_pos_r;
                end
            endcase
        end
        4'd7: begin
            case(motion)
                2'b00: begin
                    state_w     =   {state_r[63:48], state_r[31:28], state_r[43:32], state_r[47:44], state_r[27:0]};
                    zero_pos_w  =   4'd11;
                end
                2'b10: begin
                    state_w     =   {state_r[63:32], state_r[15:12], state_r[27:16], state_r[31:28], state_r[11:0]};
                    zero_pos_w  =   4'd3;
                end
                2'b01: begin
                    state_w     =   {state_r[63:32], state_r[27:24], state_r[31:28], state_r[23:0]};
                    zero_pos_w  =   4'd6;
                end
                default: begin
                    state_w     =   state_r;
                    zero_pos_w  =   zero_pos_r;
                end
            endcase
        end
        4'd8: begin
            case(motion)
                2'b11: begin
                    state_w     =   {state_r[63:40], state_r[35:32], state_r[39:36], state_r[31:0]};
                    zero_pos_w  =   4'd9;
                end
                2'b00: begin
                    state_w     =   {state_r[63:52], state_r[35:32], state_r[47:36], state_r[51:48], state_r[31:0]};
                    zero_pos_w  =   4'd12;
                end
                2'b10: begin
                    state_w     =   {state_r[63:36], state_r[19:16], state_r[31:20], state_r[35:32], state_r[15:0]};
                    zero_pos_w  =   4'd4;
                end
                default: begin
                    state_w     =   state_r;
                    zero_pos_w  =   zero_pos_r;
                end
            endcase
        end
        4'd9: begin
            case(motion)
                2'b11: begin
                    state_w     =   {state_r[63:44], state_r[39:36], state_r[43:40], state_r[35:0]};
                    zero_pos_w  =   4'd10;
                end
                2'b00: begin
                    state_w     =   {state_r[63:56], state_r[39:36], state_r[51:40], state_r[55:52], state_r[35:0]};
                    zero_pos_w  =   4'd13;
                end
                2'b10: begin
                    state_w     =   {state_r[63:40], state_r[23:20], state_r[35:24], state_r[39:36], state_r[19:0]};
                    zero_pos_w  =   4'd5;
                end
                2'b01: begin
                    state_w     =   {state_r[63:40], state_r[35:32], state_r[39:36], state_r[31:0]};
                    zero_pos_w  =   4'd8;
                end
                default: begin
                    state_w     =   state_r;
                    zero_pos_w  =   zero_pos_r;
                end
            endcase
        end
        4'd10: begin
            case(motion)
                2'b11: begin
                    state_w     =   {state_r[63:48], state_r[43:40], state_r[47:44], state_r[39:0]};
                    zero_pos_w  =   4'd11;
                end
                2'b00: begin
                    state_w     =   {state_r[63:60], state_r[43:40], state_r[55:44], state_r[59:56], state_r[39:0]};
                    zero_pos_w  =   4'd14;
                end
                2'b10: begin
                    state_w     =   {state_r[63:44], state_r[27:24], state_r[39:28], state_r[43:40], state_r[23:0]};
                    zero_pos_w  =   4'd6;
                end
                2'b01: begin
                    state_w     =   {state_r[63:44], state_r[39:36], state_r[43:40], state_r[35:0]};
                    zero_pos_w  =   4'd9;
                end
                default: begin
                    state_w     =   state_r;
                    zero_pos_w  =   zero_pos_r;
                end
            endcase
        end
        4'd11: begin
            case(motion)
                2'b00: begin
                    state_w     =   {state_r[47:44], state_r[59:48], state_r[63:60], state_r[43:0]};
                    zero_pos_w  =   4'd15;
                end
                2'b10: begin
                    state_w     =   {state_r[63:48], state_r[31:28], state_r[43:32], state_r[47:44], state_r[27:0]};
                    zero_pos_w  =   4'd7;
                end
                2'b01: begin
                    state_w     =   {state_r[63:48], state_r[43:40], state_r[47:44], state_r[39:0]};
                    zero_pos_w  =   4'd10;
                end
                default: begin
                    state_w     =   state_r;
                    zero_pos_w  =   zero_pos_r;
                end
            endcase
        end
        4'd12: begin
            case(motion)
                2'b11: begin
                    state_w     =   {state_r[63:56], state_r[51:48], state_r[55:52], state_r[47:0]};
                    zero_pos_w  =   4'd13;
                end
                2'b10: begin
                    state_w     =   {state_r[63:52], state_r[35:32], state_r[47:36], state_r[51:48], state_r[31:0]};
                    zero_pos_w  =   4'd8;
                end
                default: begin
                    state_w     =   state_r;
                    zero_pos_w  =   zero_pos_r;
                end
            endcase
        end
        4'd13: begin
            case(motion)
                2'b11: begin
                    state_w     =   {state_r[63:60], state_r[55:52], state_r[59:56], state_r[51:0]};
                    zero_pos_w  =   4'd14;
                end
                2'b10: begin
                    state_w     =   {state_r[63:56], state_r[39:36], state_r[51:40], state_r[55:52], state_r[35:0]};
                    zero_pos_w  =   4'd9;
                end
                2'b01: begin
                    state_w     =   {state_r[63:56], state_r[51:48], state_r[55:52], state_r[47:0]};
                    zero_pos_w  =   4'd12;
                end
                default: begin
                    state_w     =   state_r;
                    zero_pos_w  =   zero_pos_r;
                end
            endcase
        end
        4'd14: begin
            case(motion)
                2'b11: begin
                    state_w     =   {state_r[59:56], state_r[63:60], state_r[55:0]};
                    zero_pos_w  =   4'd15;
                end
                2'b10: begin
                    state_w     =   {state_r[63:60], state_r[43:40], state_r[55:44], state_r[59:56], state_r[39:0]};
                    zero_pos_w  =   4'd10;
                end
                2'b01: begin
                    state_w     =   {state_r[63:60], state_r[55:52], state_r[59:56], state_r[51:0]};
                    zero_pos_w  =   4'd13;
                end
                default: begin
                    state_w     =   state_r;
                    zero_pos_w  =   zero_pos_r;
                end
            endcase
        end
        4'd15: begin
            case(motion)
                2'b10: begin
                    state_w     =   {state_r[47:44], state_r[59:48], state_r[63:60], state_r[43:0]};
                    zero_pos_w  =   4'd11;
                end
                2'b01: begin
                    state_w     =   {state_r[59:56], state_r[63:60], state_r[55:0]};
                    zero_pos_w  =   4'd14;
                end
                default: begin
                    state_w     =   state_r;
                    zero_pos_w  =   zero_pos_r;
                end
            endcase
        end
        default: begin
            state_w     =   state_r;
            zero_pos_w  =   zero_pos_r;
        end
    endcase
end
always @(posedge clk) begin
    if(!rst) begin
        state_r     <=  64'h123456789abcde0f;    
        zero_pos_r  <=  4'd1; 
    end
    else begin
        state_r     <=  state_w;
        zero_pos_r  <=  zero_pos_w;
    end
end
endmodule
==> run.sh <==
#!/bin/bash
# OpenROAD 26Q1-2900-gdf79404cd8, Yosys 0.63+post, stock flow scripts
make -C /OpenROAD-flow-scripts/flow DESIGN_CONFIG=/design/flow/config.mk WORK_HOME=/design/flow/orfs finish
==> config.mk <==
export PLATFORM = sky130hd
export DESIGN_NAME = fifteen_puzzle
export DESIGN_NICKNAME = fifteen_puzzle
export VERILOG_FILES = /design/flow/design.v
export SDC_FILE = /design/flow/constraint.sdc
export NUM_CORES = 4
export LEC_CHECK = 1
export CORE_UTILIZATION = 40
==> constraint.sdc <==
current_design fifteen_puzzle

set clk_period 3.5
set clk_io_pct 0.2

create_clock -name clk0 -period $clk_period [get_ports {clk}]

set non_clock_inputs [all_inputs -no_clocks]
set_input_delay [expr $clk_period * $clk_io_pct] -clock clk0 $non_clock_inputs
set_output_delay [expr $clk_period * $clk_io_pct] -clock clk0 [all_outputs]
==> impl_metrics.env <==
# yosys + openroad results
export IMPL_fin_util=0.458
export IMPL_cp_arrival_ps=2790
export IMPL_ys_area_mm2=0.00660
export IMPL_slowest_delay_ps=580
export IMPL_die_h_um=130
export IMPL_syn_to_final_growth_pct=11.0
export IMPL_synthesis_area_mm2=0.00660
export IMPL_top_area_cell="dfxtp_1"
export IMPL_use_met1=0.472
export IMPL_hold_path_end="state_r[8]$_SDFFE_PN0P_"
export IMPL_cpMaxStageDelayCell="nor4b_1"
export IMPL_synth_flops=80
export IMPL_drc=0
export IMPL_min_delay_start="state_r[8]$_SDFFE_PN0P_"
export IMPL_hold_viol_final=0
export IMPL_die_area_mm2=0.0170
export IMPL_status="finished, final reports clean"
export IMPL_routed_wl_um=26900
export IMPL_stdcell_count=1072
export IMPL_r2r_cells=5
export IMPL_cp_required_ps=2800
export IMPL_fin_ws_ps=12.4
export IMPL_drv_cap=0
export IMPL_hp_class="reg2reg"
export IMPL_wire_per_inst_um=25.1
export IMPL_drive_gt1_frac=0.125
export IMPL_synth_async_reset_ratio=0
export IMPL_rows=46
export IMPL_ys_seq_frac=0.243
export IMPL_place_inst=1056
export IMPL_cts_resized=0
export IMPL_dp_hpwl_um=18900
export IMPL_viasPerCell=7.05
export IMPL_pwr_density_cell_mw_per_mm2=409
export IMPL_drt_iter0_markers=1212
export IMPL_grtUsageTotal=0.333
export IMPL_hold_buffers=0
export IMPL_reg2reg_to="state_r[35]$_SDFFE_PN1P_"
export IMPL_syn_avg_cell_area_um2=7.58
export IMPL_r2r_start="zero_pos_r[8]$_DFF_P_"
export IMPL_warning_count=28
export IMPL_slew_violations=0
export IMPL_cts_tree="built"
export IMPL_synthCells=871
export IMPL_busiest_layer="met2"
export IMPL_grt_pass1_vias=7040
export IMPL_gp_congestion=0.991
export IMPL_place_area_mm2=0.00700
export IMPL_cp_max_fo=7
export IMPL_total_power_mw=3.00
export IMPL_pin_count=5
export IMPL_via_count=7558
export IMPL_portBuffers=4
export IMPL_register_area_mm2=0.00160
export IMPL_rsz0062_at_grt="false"
export IMPL_synth_warning_count=1
export IMPL_max_slew_margin=0.372
export IMPL_use_met3=0.0854
export IMPL_clock_path_buffers=2
export IMPL_cts_max_level=3
export IMPL_grt_start_max_net_pins=50
export IMPL_initial_core_util=0.412
export IMPL_synth_edff_count=0
export IMPL_dr_pass1_iters=7
export IMPL_cp_cell_sequence="nor4b_1, nand3_1, or4_1, nor3_1, clkdlybuf4s50_1"
export IMPL_yosys_cells=871
export IMPL_core_area_mm2=0.0160
export IMPL_cts_buffers=9
export IMPL_top_cell="dfxtp_1"
export IMPL_overflow=0
export IMPL_grt_pass1_wl_um=41700
export IMPL_worst_pin_slew_ps=940
export IMPL_fin_skew_ps=9.43
export IMPL_criticalPathCategory="reg2out"
export IMPL_dpl_worst_slack_ps=93.8
export IMPL_common_cells="80 x dfxtp_1, 66 x nand2_1, 66 x o21ai_0"
export IMPL_antenna_found_initial=0
export IMPL_r2r_slack_ps=980
export IMPL_antenna_cells=0
export IMPL_fmax_mhz=287
export IMPL_cts_root_buf="clkbuf_16"
export IMPL_fin_hold_ws_ps=552
export IMPL_comb_area_mm2=0.00449
export IMPL_clock_latency_ps=360
export IMPL_cts_sinks=80
export IMPL_ff_type="dfxtp_1"
export IMPL_use_met2=0.487
export IMPL_final_min_clock_period_ps=3490
export IMPL_design_area_mm2=0.00733
export IMPL_cp_end_kind="primary output"
export IMPL_setup_viol=0
export IMPL_p_leak_nw=2.64
export IMPL_antenna_left=0
export IMPL_period_used=0.996
export IMPL_clk_pin_slew_worst_paths_ps=60
export IMPL_start_kind="register"
export IMPL_die_x_um=130
export IMPL_peakVddDrop_mv=0.251
export IMPL_min_path_cells=2
export IMPL_final_fill_count=1611
export IMPL_post_cts_buffers=0
export IMPL_synth_area_top_cells="dfxtp_1 24%, a22oi_1 5.1%, o21ai_0 5.0%"
export IMPL_top_cell_area_share=0.243
export IMPL_setup_tns_ps=0
export IMPL_yosysUniqueCellTypes=84
-- cell families after synthesis --
| kind of cell | share of synthesized area |
|---|---|
| buf+inv | 0.0783 |
| mux | 0.0373 |
| flops | 0.243 |
| simple gates | 0.250 |
| fa+ha+maj | 0.00758 |
| compound gates | 0.384 |
-- metal layers --
metal	part of all wire	routed length, um	up-vias
met5	0	0	-
met4	0.057	1530	0
met3	0.12	3150	117
met2	0.42	11300	526
met1	0.41	11000	3535
li1	-	-	3380
-- power by group --
part | leakage (nW) | internal (mW) | total (mW) | switching (mW)
sequential | 0.656 | 1.00 | 1.23 | 0.229
combinational | 1.83 | 0.310 | 0.721 | 0.412
clock | 0.159 | 0.626 | 1.05 | 0.419
total | 2.64 | 1.94 | 3.00 | 1.06
-- area by class of cell --
cell class | count | area share
Multi-Input combinational cell | 669 | 0.613
Sequential cell | 80 | 0.219
Timing Repair Buffer | 67 | 0.0751
Tap cell | 216 | 0.0369
Clock buffer | 9 | 0.0307
Clock inverter | 7 | 0.0131
Inverter | 24 | 0.0123
-- worst max-delay path by stage --
stage                         from  to  cells after the start
4_1_cts   state_r[54]$_SDFFE_PN0P_   p                      5
5_1_grt   state_r[54]$_SDFFE_PN0P_   p                      5
6_report  state_r[54]$_SDFFE_PN0P_   p                      5
-- worst max-delay path: cells and delay by family, from the launching register on --
family	cells	cell delay (ps)
AND/OR/NAND/NOR	4	1500
buffers and inverters	1	520
flip-flops	1	410
-- cell usage in the layout (no fill, tap or decap), types with 7 or more instances in the layout --
cell	instances
a21o_1	9
buf_4	60
clkbuf_16	9
o2111ai_1	8
nor3_1	22
inv_1	21
nand2_1	66
nand2b_1	12
a31oi_1	13
nand3_1	36
nand4b_1	9
a22oi_1	45
a221oi_1	25
a222oi_1	11
nor4b_1	7
o211ai_1	9
a221o_1	7
a21oi_1	60
nor2_1	41
dfxtp_1	79
o21ai_0	66
nor3b_1	9
mux2i_1	22
a22o_1	24
a211oi_1	22
nand4_1	16
nor2b_1	10
and2_1	8
-- state kept, by name (all words and copies together), names as in the netlist --
register and cells:
zero_pos_r 16, state_r 64
Power figures rest on the tool's default switching activity, not on a simulated workload.
